File: flow/config.mk
export PLATFORM = sky130hd
export DESIGN_NAME = decoder
export DESIGN_NICKNAME = decoder
export VERILOG_FILES = /design/flow/design.v
export SDC_FILE = /design/flow/constraint.sdc
export NUM_CORES = 4
export LEC_CHECK = 1
export CORE_AREA = 10 10 103 103
export DIE_AREA = 0 0 113 113
File: flow/constraint.sdc
current_design decoder

set clk_period 3.7
set clk_io_pct 0.2

create_clock -name clk0 -period $clk_period [get_ports {clk}]

set non_clock_inputs [all_inputs -no_clocks]
set_input_delay [expr $clk_period * $clk_io_pct] -clock clk0 $non_clock_inputs
set_output_delay [expr $clk_period * $clk_io_pct] -clock clk0 [all_outputs]
File: flow/design.v
`timescale 1ns / 1ps
module decoder(clk, quadA, quadB, reset, total);
input clk, quadA, quadB, reset;
output [7:0]total;
reg [7:0] count;
reg [7:0] total;
reg [2:0] quadA_delayed, quadB_delayed;
always @(posedge clk) quadA_delayed <= {quadA_delayed[1:0], quadA};
always @(posedge clk) quadB_delayed <= {quadB_delayed[1:0], quadB};
wire count_enable = quadA_delayed[1] ^ quadA_delayed[2] ^ quadB_delayed[1] ^ quadB_delayed[2];
	 reg [17:0] ticker ;
	 wire click1 ;
	 wire click2 ;
always @ (posedge clk)
	begin
	 if(!reset)
		ticker <= 0;
	 else if(ticker == 74999) 								 
		ticker <= 0;
	 else 
		ticker <= ticker + 1;
	end
assign click1 = ((ticker == 74998)||(ticker == 74999) ? 1'b1 : 1'b0);  
assign click2 = ((ticker == 0) ? 1'b1 : 1'b0 ) ; 	  
always @ (posedge clk)
	begin
	 if(!reset)			total <= 0 ;
	 else if(click1)	total <= count ;
	end
always @ (posedge clk)
	if(!reset)			count <= 0;
	else if(click2)	count <= 8'b0 ;
	else
begin
  if(count_enable)
  begin
	 count <= count+1;
  end
end
endmodule
File: flow/run.sh
#!/bin/bash
# OpenROAD 26Q1-2900-gdf79404cd8, Yosys 0.63+post, stock flow scripts
make -C /OpenROAD-flow-scripts/flow DESIGN_CONFIG=/design/flow/config.mk WORK_HOME=/design/flow/orfs finish
==> reports/qor.yml <==
cts_resized: 0
floorplan.core_util_pct: 20.6
setup_violations: 0
crit_fanout: 6
n_antenna_cell: 0
die_area_sq_mm: 0.0128
synth_top_area_share_pct: 46.9
yosysWarnings: 1
syn_inst: 188
wl_per_cell_um: 10.1
grt_use_total_pct: 4.89
io_buffers: 11
warnings: 27
crit_chain: "ha_1, nand3_1, or4_4, or3_1, a21oi_1"
hold_violations: 0
die_y_um: 113
cts-root-buf: "clkbuf_8"
ir_drop_mv: 0.168
stdcell_count: 309
h-tree-depth: 2
p_total_uw: 837
maxCapViolCount: 0
final_util_pct: 24.7
core.rowCount: 33
post-place-ws_ns: 1.61
synth.largest_area_cell: "dfxtp_1"
drc: 0
drive_above_1_share_pct: 7.35
first_pass_iters: 4
grt_max_degree: 21
skew_ns: 0.00523
synth_cell_types: 30
status: "finished clean"
setup_tns_ns: 0
startpoint_type: "flop"
critPathArrivalTime_ns: 2.26
first_iter_violations: 90
drtAntennaViolNets: 0
post-cts-setup-buffers: 0
numCtsBuffers: 5
mostFrequentLayoutCell: "dfxtp_1"
dpl.hpwl_um: 2220
via_per_inst: 4.09
max_freq_mhz: 490
cts_tree: "done"
power_density_mw_per_mm2: 408
via_count: 1265
critPathKind: "flop to flop"
hp-class: "flop to flop"
ys_ff: 40
cts.sink_count: 40
grt_overflow: 0
syn_to_final_growth_pct: 20.2
max_stage_delay_ns: 0.61
grt_pass1_wl_um: 5510
yosysChipArea_sq_mm: 0.00171
worst_pin_slew_ns: 0.938
cts_hold_buffers: 0
die-width_um: 113
slew_headroom_pct: 37.0
setup_ws_ns: 1.66
endpoint_kind: "flop"
coreArea_sq_mm: 0.00830
ys_seq_share_pct: 46.9
antenna_found_initial: 0
synth.avg_cell_area_sq_um: 9.08
syn_area_sq_mm: 0.00171
dp.cells: 301
area_leaders: "dfxtp_1 47%, mux2i_1 5.9%, nand2_1 5.7%, nor2_1 4.2%, xnor2_1 4.1%"
most-common-layout-cells: "40 x dfxtp_1, 26 x nand2_1, 19 x nor2_1"
cp_slowest_cell: "or4_4"
critPathRequiredTime_ns: 3.92
yosysCellCount: 188
clock_latency_ns: 0.29
clock_path_buffers: 2
path_clk_slew_ns: 0.07
totalWireLength_um: 3110
maxSlewViolCount: 0
fin_crit_sh_pct: 55.2
min_period_ns: 2.04
place.gp.congestion: 0.847
p_leak_uw: 0.000656
grt_pass1_vias: 1181
fillers: 870
ioPinCount: 12
rsz0062_at_grt: "no"
per-stage QoR:
stage | hold slack (ns) | instance area, sq um
5_1_grt | 0.352 | 2050
6_report | 0.329 | 2050
3_5_place_dp | 0.312 | 1940
3_3_place_gp | 0.310 | 1940
2_1_floorplan | 0.310 | 1710
4_1_cts | 0.331 | 2050
final timing paths:
check        cells past startpoint                startpoint  slack, ns                        to
max                              5      ticker[0]$_SDFF_PP0_       1.66     ticker[14]$_SDFF_PP0_
max reg2reg                      5      ticker[0]$_SDFF_PP0_       1.66     ticker[14]$_SDFF_PP0_
min                              0  quadB_delayed[0]$_DFF_P_       0.33  quadB_delayed[1]$_DFF_P_
min reg2reg                      0  quadB_delayed[0]$_DFF_P_       0.33  quadB_delayed[1]$_DFF_P_
registers in the layout (all words and copies together) (netlist names):
register / count
ticker: 18
quadA_delayed: 3
total: 8
quadB_delayed: 3
count: 8
logic make-up after synthesis:
kind of cell               after synthesis  share of synthesized area, %
buffers and inverters                   12                          2.71
muxes                                   10                          5.87
and+or+nand+nor                         85                          26.5
adders and majority gates                4                          2.93
xor gates and xnor gates                15                          7.70
AOI/OAI and AO/OA                       22                          7.40
DFF                                     40                          46.9
per-layer routing:
metal | track usage, % | routed length (um) | part of all wire (%)
met4 | 0.761 | 52 | 1.7
met2 | 7.72 | 1350 | 43
met3 | 1.28 | 92 | 3.0
met1 | 6.68 | 1620 | 52
met5 | 0 | 0 | 0
power breakdown:
part	leakage (uW)	total, uW	switching [uW]	internal (uW)
sequential	0.000325	446	7.83	438
combinational	0.000276	43.3	25.5	17.7
clock	0.0000552	348	148	200
total	0.000656	837	181	656
synthesized netlist by cell type:
cell type	count
a21oi_1	10
and2_1	1
and4_1	5
buf_2	1
clkbuf_1	4
dfxtp_1	40
ha_1	4
inv_1	7
mux2i_1	10
nand2_1	26
nand2b_1	1
nand3_1	8
nand4_1	5
nand4_4	1
nor2_1	19
nor2_2	1
nor3_1	1
nor4_1	3
nor4b_1	2
o21ai_0	8
o21ai_1	1
o31ai_1	2
o41ai_2	1
or2_2	1
or3_1	7
or4_1	2
or4_4	1
or4b_2	1
xnor2_1	8
xor2_1	7
area by class of cell:
class / instances / area, sq um / share of cell area [%]
tap: 105 / 131 / 6.41
timing repair buffer: 13 / 125 / 6.10
clock buffer: 6 / 72.6 / 3.54
inverter: 7 / 26.3 / 1.28
sequential: 40 / 801 / 39.0
multi-input combinational: 136 / 860 / 41.9
clock inverter: 2 / 35.0 / 1.71
worst max-delay path, delay by kind of cell, from the launching register on:
family                     cells  cell delay [ns]
DFF                            1             0.40
adders and majority gates      1             0.25
and+or+nand+nor                3             1.19
AOI/OAI and AO/OA              1             0.14
Power is estimated from default activity; no workload was simulated.
