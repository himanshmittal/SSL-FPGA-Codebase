`design/flow/run.sh`:
```
#!/bin/bash
# OpenROAD 26Q1-2900-gdf79404cd8, Yosys 0.63+post, stock flow scripts
make -C /OpenROAD-flow-scripts/flow DESIGN_CONFIG=/design/flow/config.mk WORK_HOME=/design/flow/orfs finish
```
`design/flow/config.mk`:
```
export PLATFORM = sky130hd
export DESIGN_NAME = pn_drive
export DESIGN_NICKNAME = pn_drive
export VERILOG_FILES = /design/flow/design.v
export SDC_FILE = /design/flow/constraint.sdc
export NUM_CORES = 4
export LEC_CHECK = 1
export CORE_AREA = 10 10 75 75
export DIE_AREA = 0 0 85 85
```
`design/flow/constraint.sdc`:
```
current_design pn_drive

set clk_period 2.9
set clk_io_pct 0.2

create_clock -name clk0 -period $clk_period [get_ports {clk}]

set non_clock_inputs [all_inputs -no_clocks]
set_input_delay [expr $clk_period * $clk_io_pct] -clock clk0 $non_clock_inputs
set_output_delay [expr $clk_period * $clk_io_pct] -clock clk0 [all_outputs]
```
`design/flow/design.v`:
```
`timescale 1ns / 1ps
module pn_drive(pwm_en, clk, pwm_out, pwm_in, H1, H2, H3, AP, AN, BP, BN, CP, CN);
	input pwm_en ;
   input clk ;
   output wire pwm_out ;
   input [7:0] pwm_in ;
	input H1, H2, H3 ;
	output AP, BP, CP ;
	output AN, BN, CN ;
	reg [7:0] count ;
	reg pwm_out_r ;
   assign pwm_out = pwm_out_r;
	initial begin
		count = 0 ;
		pwm_out_r = 0;
	end
  	always @(posedge clk)
	begin
	if(pwm_en)
	begin
		count <= count + 1 ;
		pwm_out_r <= (pwm_in > count) ? 1 : 0 ;
	end
	else
		pwm_out_r <= 0 ;
	end
	reg [5:0] output_reg = 6'b000000 ;
	wire AP_r, AN_r, BP_r, BN_r, CP_r, CN_r ;
	always @(*)
	begin
	 case ({H1, H2, H3})
		3'b001  : output_reg <= 6'b101100 ;
		3'b010  : output_reg <= 6'b110010 ;
		3'b100  : output_reg <= 6'b001011 ;
		3'b011  : output_reg <= 6'b111000 ;
		3'b101  : output_reg <= 6'b001110 ;
		3'b110  : output_reg <= 6'b100011 ;
		default : output_reg <= 6'b101010 ;
	 endcase
	end
	assign {AP_r, AN_r, BP_r, BN_r, CP_r, CN_r} = output_reg ;
	assign AP = AP_r | (!pwm_out) ;
	assign AN = AN_r & (pwm_out) ;
	assign BP = BP_r | (!pwm_out) ;
	assign BN = BN_r & (pwm_out) ;
	assign CP = CP_r | (!pwm_out) ;
	assign CN = CN_r & (pwm_out) ;
endmodule
```
==> reports/qor.csv <==
stage;metric;value;unit
worst_setup_path;crit_start;H1;
detailed_routing;drc_errors;0;
hold_path;min_path_type;reg2reg;
cts;clockBufferDepth;2;
timing;fin_crit;2.30;ns
worst_setup_path;endpoint_kind;primary output;
worst_setup_path;timing.rr.start;count[1];
detailed_routing;diodes;0;
detailed_routing;drt-wirelength-per-cell;10.3;microns
synthesis;yosys_area;618;sq um
detailed_routing;dr_total_vias;480;
place;dp.cells;126;
cts;clk_pin_slew;0.04;ns
cts;htreeDepth;1;
synthesis;syn_area_per_cell;10.8;sq um
floorplan;fp.dieH;85;microns
timing;relSlewSlack;72.6;%
cts;numCtsBuffers;3;
timing;fin_tns_setup;0;ns
floorplan;core-area;4060;sq um
hold_path;min_from;count[7];
status;status;completed;
worst_setup_path;cp_data_required_time;2.32;ns
place;gp_congestion;0.762;
cts;cts_tree;built;
synthesis;yosys_warnings;1;
grt;grt_util_all_layers;3.71;%
floorplan;ioPinCount;20;
cells_and_area;fillers;409;
floorplan;chipArea;7230;sq um
place;dp.final_hpwl;1.13;mm
worst_setup_path;start_kind;input port;
cts;clock_latency;0.23;ns
grt;grt_pass1_wl;2.25;mm
detailed_routing;drtAntennaViolNets;0;
timing;tightest_slew;0.409;ns
cells_and_area;drive_above_1_share;11.3;%
flow_run;tool_warnings;25;
detailed_routing;wl;1.34;mm
synthesis;synth_area;618;sq um
timing;post-route-period-util;79.4;%
cts;cts_setup_buffers;0;
worst_setup_path;path_max_fanout;4;
detailed_routing;routed_via_density;3.69;
synthesis;ys_cells;57;
detailed_routing;drtIter0Drc;26;
grt;grt_pass1_vias;498;
power;powerDensity;426;nW/um^2
grt;grt_max_degree;10;
grt;antenna_found_initial;0;
place;port_buffers;19;
synthesis;synth_cell_type_count;19;
power;leakage;0.365;nW
cts;cts.sinks;9;
worst_setup_path;cp.arrival;1.72;ns
synthesis;ys_seq_share;42.1;%
cts;postCtsHoldBufs;0;
timing;hold_viol;0;
timing;slew_viol_final;0;
synthesis;ys.flops;9;
floorplan;die_w;85;microns
power;max-vdd-ir-drop;0.000219;V
timing;rsz0062_at_grt;false;
cells_and_area;layout.cells.non_filler;130;
timing;fmax;0.435;GHz
floorplan;rows;23;
cts;cts_resized;0;
timing;skew;0.00138;ns
cells_and_area;syn_to_final_growth;48.2;%
floorplan;fp_util;15.2;%
worst_setup_path;worst-setup-path-type;in2out;
flow_run;max_cap_violations;0;
detailed_routing;drtPass1Iterations;4;
timing;setup_viol;0;
cts;cts-root-buf;clkbuf_8;
grt;grt_overflow_total;0;
synthesis;postSynthCellCount;57;
[flip-flops by register name, indices dropped and copies added (netlist names)]
signal	count
count	8
pwm_out_r	1
[final cells by class]
class | count | area (sq um) | share of cell area [%]
repair buffers | 19 | 190 | 20.8
clock buffers | 4 | 45.0 | 4.92
inverters | 9 | 33.8 | 3.69
flip-flops and latches | 9 | 260 | 28.4
multi-input cells | 39 | 324 | 35.4
well taps | 50 | 62.6 | 6.83
[path summary, 6_finish.rpt]
| kind | slack (ns) | end | cells past startpoint |
|---|---|---|---|
| setup reg to reg | 1.49 | pwm_out_r | 6 |
| hold / removal | 0.59 | count[7] | 1 |
| setup / recovery | 0.60 | CN | 3 |
| hold reg to reg | 0.59 | count[7] | 1 |
[per-stage QoR]
stage                     hold slack, ns  setup WS [ns]  area (sq um)  power [mW]  util, %
after floorplan                    0.550           1.40           618       0.214        -
after global placement             0.576          0.617           871       0.250     21.5
after detailed placement           0.574          0.586           871       0.254     21.5
after CTS                          0.589          0.589           916       0.395     22.6
after global routing               0.610          0.538           916       0.418     22.6
final                              0.591          0.599           916       0.390     22.6
[layer usage]
layer | vias to the layer above | global-route usage (%) | wire, microns
met1 | 214 | 4.23 | 584
met4 | 0 | 0.449 | 10
li1 | 256 | - | -
met2 | 8 | 6.13 | 627
met3 | 2 | 2.02 | 114
met5 | - | 0 | 0
[cells in the final DEF, fill, tap and decap left out, drive strengths merged, types with 2 or more instances in the layout]
cell,instances
clkbuf,4
clkdlybuf4s50,19
nand3,2
nand3b,3
xnor2,5
ha,9
a21oi,4
and3b,3
inv,9
nand2,2
nand4,3
edfxtp,8
o21ai,2
[critical path, stage by stage]
cell and delay (ns):
clkdlybuf4s50_1 0.51, and3b_1 0.16, clkdlybuf4s50_1 0.47
[cell usage after synthesis (all sizes together)]
cell / n / area share (%)
nand2: 2 / 1.2
o211ai: 1 / 1.2
and3: 1 / 1.2
nor4: 1 / 2.0
inv: 9 / 5.5
ha: 9 / 18
xnor2: 5 / 7.1
o21ai: 2 / 1.6
xor2: 1 / 1.4
a21oi: 4 / 3.2
dfxtp: 1 / 3.2
and3b: 3 / 4.3
nor2b: 1 / 1.0
nand3: 2 / 1.6
nand3b: 3 / 3.6
edfxtp: 8 / 39
nand4: 3 / 3.0
o21ba: 1 / 1.6
[cells by family after synthesis]
group / synth area share, %
compound gates: 7.69
xor+xnor: 8.50
fa+ha+maj: 18.2
buf+inv: 5.47
flops: 42.1
simple gates: 18.0
[power by group]
group          total [mW]  internal, mW  leakage, nW  switching, mW
Sequential          0.170         0.158       0.0866         0.0122
Combinational      0.0811        0.0480        0.256         0.0331
Clock               0.138        0.0952       0.0228         0.0433
No activity file was given, so power comes from the tool's default toggle rates.
