--- flow/constraint.sdc ---
current_design pid

set clk_period 15.7
set clk_io_pct 0.2

create_clock -name clk0 -period $clk_period [get_ports {clk}]

set non_clock_inputs [all_inputs -no_clocks]
set_input_delay [expr $clk_period * $clk_io_pct] -clock clk0 $non_clock_inputs
set_output_delay [expr $clk_period * $clk_io_pct] -clock clk0 [all_outputs]
--- flow/run.sh ---
#!/bin/bash
# OpenROAD 26Q1-2900-gdf79404cd8, Yosys 0.63+post, stock flow scripts
make -C /OpenROAD-flow-scripts/flow DESIGN_CONFIG=/design/flow/config.mk WORK_HOME=/design/flow/orfs finish
--- flow/design.v ---
`timescale 1ns / 1ps
module pid(pwm, enc, set_val, clk, rst_n);
	parameter N = 8;
	output reg [N-1 : 0] pwm; 
	input [N-1 : 0] enc; 
	input [N-1 : 0] set_val;
	input clk;
	input rst_n;
	reg signed [N-1 : 0] k1 = 40;				 
	reg signed [N-1 : 0] k2 = 8;				 
	reg signed [N-1 : 0] k3 = 2;				 
	reg signed [N-1 : 0] error;
	integer pwm_mid;
	integer pwm_old ;
	integer e_prev[1:2];
	integer actual ;
	integer target ;
always @ (posedge clk)
	begin
	 if(set_val[N-1])
		begin
			target[31 : N-1] <= {(33 - N){1}};
			target[N-2 : 0] <= set_val[N-2 : 0];
		end
	 else
		begin
			target[31 : N-1] <= {(33 - N){0}};
			target[N-2 : 0] <= set_val[N-2 : 0];
		end
	 if(enc[N-1])
		begin
			actual[31 : N-1] <= {(33 - N){1}};
			actual[N-2 : 0] <= enc[N-2 : 0];
		end
	 else
		begin
			actual[31 : N-1] <= {(33 - N){0}};
			actual[N-2 : 0] <= enc[N-2 : 0];
		end
	end
reg [17:0] ticker ;
wire click ;
always @ (posedge clk)
	begin
	 if(!rst_n)	ticker <= 0;
	 else if(ticker == 74999) 								 
		ticker <= 0;
	 else 
		ticker <= ticker + 1;
	end
assign click = ((ticker == 74998)||(ticker == 74999) ? 1'b1 : 1'b0);  
	always @ (posedge clk)
	begin
		error <= target - actual ;
		if (!rst_n)
		 begin
			pwm_old <= 0;
			e_prev[1] <= 0;
			e_prev[2] <= 0;
		 end
		else if (click)
		 begin
			e_prev[2] <= e_prev[1];
			e_prev[1] <= error;
			pwm_old <= pwm_mid;
			pwm_mid <= pwm_old + k1*error - k2*e_prev[1] + k3*e_prev[2];		 
			if(pwm_mid[31])	pwm <= 0;
			else if(pwm_mid > 127) pwm <= 127;
			else pwm[N-1 : 0] <= pwm_mid[N-1 : 0] ;
		 end
	end
endmodule 
--- flow/config.mk ---
export PLATFORM = sky130hd
export DESIGN_NAME = pid
export DESIGN_NICKNAME = pid
export VERILOG_FILES = /design/flow/design.v
export SDC_FILE = /design/flow/constraint.sdc
export NUM_CORES = 4
export LEC_CHECK = 1
export CORE_UTILIZATION = 50
==> flow_summary_export.csv <==
group,metric,value,unit
synthesis,yosysCellCount,852,
final_timing,slew_viol_final,0,
die,chipWidth,128,um
worst_hold_path,whs_endpoint,"pwm_mid[0]",
flow_run,warning_count,26,
clocking,hold_buffers,0,
place,gp_congestion,0.884,
detailed_routing,drt_wl_total,15400,um
worst_setup_path,startpoint_type,"register",
final_timing,fin_tns_setup,0,ps
power,seq_power_share,23.1,%
die,fp_util,51.9,%
power,power_frac_comb,57.0,%
power,ir_drop,97.1,uV
synthesis,synth.avg_cell_area,9.39,um2
detailed_routing,antenna_left,0,
global_route,antenna_found_initial,0,
place,portBuffers,25,
worst_setup_path,rr_worst_depth,17,
worst_hold_path,holdCritStartpoint,"pwm_old[0]",
synthesis,top_area_cell,"dfxtp_1",
final_timing,period_used_share,34.4,%
clocking,cts_root_buf,"clkbuf_16",
finish,post-route-util,58.6,%
finish,area_growth,13.0,%
synthesis,ys_area,8000,um2
synthesis,area_leaders,"dfxtp_1 23%, edfxtp_1 15%, fa_1 15%",
synthesis,ys_seq_share,37.5,%
run_status,outcome,"finished, final reports clean",
worst_setup_path,crit_path_start,"error[1]",
detailed_routing,n_antenna_cell,0,
final_timing,final-hold-violation-count,0,
clocking,cts_tree,"built",
detailed_routing,wire_per_inst,14.0,um
final_timing,setup_ws,10300,ps
global_route,grt_max_degree,51,
worst_setup_path,setup.worst_path.class,"register to register",
synthesis,top_area_share,22.5,%
clocking,cts_sinks,130,
worst_setup_path,path_delay_family,"adder cells",
final_timing,relSlewSlack,40.4,%
power,intPower,0.00108,W
worst_setup_path,crit_path_top_delay_cell,"a2111oi_0",
synthesis,synth-warning-count,2,
worst_setup_path,rr_endpoint,"pwm_mid[31]",
synthesis,synth-seq-cells,130,
die,die-height,128,um
synthesis,synthArstFlopShare,0,%
die,io_pins,26,
final_timing,setup_viol,0,
final_timing,worst_pin_slew,871,ps
power,power.leakage,3.65,nW
power,p_sw_share,40.8,%
worst_setup_path,required,15860,ps
final_timing,finClkSkew,5.59,ps
finish,layout-drive-gt1-share,5.05,%
worst_setup_path,cpPeakStageDelay,820,ps
worst_setup_path,reg2reg_from,"error[1]",
die,num_rows,45,
synthesis,flop_cell,"dfxtp_1",
synthesis,edf_count,40,
power,power_density,203,nW/um2
detailed_routing,first_iter_violations,219,
worst_setup_path,path_common_cell,"ha_1",
clocking,cts.path.max_buffers,2,
clocking,numCtsBuffers,17,
place,dp_hpwl,10900,um
synthesis,synthDistinctLibCells,53,
worst_hold_path,min_path_type,"register to register",
power,pwr-share-clk,19.9,%
die,dieArea,16500,um2
worst_hold_path,hold_path_depth,0,
worst_setup_path,cp_num_buf_inv,1,
synthesis,synthCells,852,
worst_setup_path,crit_fanout,18,
final_timing,rsz0062_at_grt,"false",
detailed_routing,drc_errors,0,
detailed_routing,vias,5661,
worst_setup_path,worstPathCellList,"ha_1, ha_1, fa_1, a21o_1, a21oi_1, o21bai_1, o211ai_1, buf_4, fa_1, ha_1, and4_1, nand3_1, nor2_1, nand3_1, a2111oi_0, a31oi_1, xnor2_1",
power,netSwitchingPower,0.000748,W
worst_setup_path,end_kind,"register",
final_timing,period_minus_slack,5400,ps
clocking,post_cts_buffers,0,
final_timing,max_freq,0.185,GHz
flow_run,cap_violations,0,
clocking,cts_resized,0,
die,core_area,15400,um2
clocking,clk_pin_slew_worst_paths,60,ps
global_route,grt_pass1_wl,26400,um
global_route,track_usage,21.7,%
detailed_routing,first_pass_iters,4,
global_route,overflow,0,
detailed_routing,viasPerCell,5.14,
clocking,htree_levels,4,
global_route,grt_pass1_vias,5529,
place,pre_cts_ws,10340,ps
worst_setup_path,reg2reg_slack,10300,ps
synthesis,synth_area,8000,um2
worst_setup_path,cp.arrival,5560,ps
clocking,clock_latency,410,ps
==> cell usage after synthesis (all sizes together) (16+ instances only) <==
cell type  count
nand2        123
inv          118
dfxtp         90
a21oi         80
fa            59
ha            54
nor2          47
edfxtp        40
xnor2         31
xor2          26
clkbuf        21
o21ai         21
a21o          18
nand3         16
==> worst max-delay path by stage <==
stage | endpoint | slack [ps] | depth (start not counted)
after CTS | pwm_mid[31] | 10310 | 17
after global routing | pwm_mid[31] | 9940 | 17
final | pwm_mid[31] | 10300 | 17
==> layout make-up <==
type                       instances  area (um2)
timing repair buffer              32         303
clock inverter                    13         113
multi-input combinational        579        4480
clock buffer                      19         433
tap                              211         264
sequential                       130        3000
fill                            1350        6380
inverter                         118         443
==> registers in the layout, indices dropped and copies added (netlist names) <==
name and flops:
target 8, actual 8, pwm_old 32, pwm 8, error 8, ticker 18
pwm_mid 32, e_prev 16
==> logic make-up (layout without fill, tap and decap cells) <==
| logic type | count (synthesis) | after routing | synth area share [%] |
|---|---|---|---|
| AND-OR/OR-AND | 159 | 159 | 12.1 |
| XOR/XNOR | 57 | 57 | 6.24 |
| adder cells (fa/ha/maj) | 113 | 113 | 23.2 |
| buffers and inverters | 143 | 182 | 6.72 |
| flip-flops | 130 | 130 | 37.5 |
| multiplexers | 2 | 2 | 0.250 |
| other | 1 | 1 | 0.0469 |
| AND/OR/NAND/NOR | 247 | 247 | 13.9 |
==> stage by stage <==
step | total power (W) | instance area, um2 | hold WS, ps | std cells
after floorplan | 0.00125 | 8000 | 408 | 852
after global placement | 0.00146 | 8500 | 418 | 1070
after detailed placement | 0.00146 | 8500 | 419 | 1070
after CTS | 0.00184 | 9040 | 434 | 1102
after global routing | 0.00198 | 9040 | 439 | 1102
final | 0.00183 | 9040 | 432 | 1102
==> power by group through the flow <==
| stage | clock network [W] | registers, W | logic (W) |
|---|---|---|---|
| global route | 0.000389 | 0.000425 | 0.00117 |
| CTS | 0.000373 | 0.000424 | 0.00104 |
| finish | 0.000365 | 0.000424 | 0.00104 |
==> routing by layer <==
metal | vias to the layer above | global-route usage, % | routed length [um]
met5 | - | 0 | 0
met4 | 0 | 1.80 | 143
met3 | 9 | 6.31 | 925
met2 | 116 | 31.4 | 6650
met1 | 2666 | 36.0 | 7720
li1 | 2870 | - | -
==> placed cells by master, fill, tap and decap left out, types with 3 or more instances in the layout <==
cell type        Yosys  routed
clkdlybuf4s50_1      0      25
a21o_1              18      18
ha_1                54      54
nand2b_1             5       5
nor2_1              47      46
o21ai_0             21      21
nor4_1               6       6
xnor2_1             31      31
o21a_1               6       6
nand3_1             16      16
nor2b_1              9       9
xor2_1              26      26
and3_1              12      12
fa_1                59      59
edfxtp_1            40      40
clkinvlp_4           0       5
clkbuf_16            0      17
o21bai_1             5       5
nor3_1               9       9
clkinv_2             0       3
nand2_1            123     123
nand4_1              4       4
buf_4                0       7
a31oi_1              8       8
dfxtp_1             90      90
inv_1              117     117
or3_1                3       3
a21oi_1             80      80
Power figures rest on the tool's default switching activity, not on a simulated workload.
